## /design/flow/run.sh

```bash
#!/bin/bash
# OpenROAD 26Q1-2900-gdf79404cd8, Yosys 0.63+post, stock flow scripts
make -C /OpenROAD-flow-scripts/flow DESIGN_CONFIG=/design/flow/config.mk WORK_HOME=/design/flow/orfs finish
```

## /design/flow/config.mk

```make
export PLATFORM = sky130hd
export DESIGN_NAME = counter
export DESIGN_NICKNAME = counter
export VERILOG_FILES = /design/flow/design.v
export SDC_FILE = /design/flow/constraint.sdc
export NUM_CORES = 4
export LEC_CHECK = 1
export CORE_AREA = 10 10 70 70
export DIE_AREA = 0 0 80 80
export SYNTH_HDL_FRONTEND = slang
```

## /design/flow/constraint.sdc

```tcl
current_design counter

set clk_period 2.2
set clk_io_pct 0.2

create_clock -name clk0 -period $clk_period [get_ports {clk}]

set non_clock_inputs [all_inputs -no_clocks]
set_input_delay [expr $clk_period * $clk_io_pct] -clock clk0 $non_clock_inputs
set_output_delay [expr $clk_period * $clk_io_pct] -clock clk0 [all_outputs]
```

## /design/flow/design.v

```verilog
package typedefs;
	typedef enum logic [2:0] {
		HLT,  
		SKZ,  
		ADD,  
		AND,  
		XOR,  
		LDA,  
		STO,  
		JMP   
		} opcode_t;
	typedef enum logic [2:0] {
		INST_ADDR,   
		INST_FETCH,  
		INST_LOAD,   
		IDLE,
		OP_ADDR,
		OP_FETCH,
		ALU_OP,
		STORE
	} state_t;
endpackage
module counter
	(
	input logic clk,
	input logic rst_,
	input logic enable,
	input logic load,
	input logic [4:0] data,
	output logic [4:0] count
	);
	timeunit 1ns;
	timeprecision 100ps;
	always_ff @(posedge clk or negedge rst_) begin
		if (!rst_) begin
			count <= 5'd0;
		end else if (load) begin
			count <= data;
		end else if (enable) begin
			count <= count + 5'b1;
		end
	end
endmodule
```

==> load_flow_metrics.sql <==
-- metrics for the results database
INSERT INTO impl_metrics (metric_group, metric, value, unit) VALUES
('cells_and_area', 'logic_area', '120.1', 'um2'),
('die', 'die_area', '6400', 'um2'),
('drt', 'detail_route.first_pass.iterations', '2', ''),
('critical_path', 'cpMaxStageDelayCell', 'sky130_fd_sc_hd__clkdlybuf4s50_1', ''),
('critical_path', 'timing.critical_path.from_type', 'flip-flop', ''),
('timing', 'final_layout_setup_total_negative_slack', '0', 'ns'),
('drt', 'vias', '244', ''),
('critical_path', 'critical_path.reg2reg.endpoint', 'count[4]', ''),
('grt', 'grt_max_degree', '10', ''),
('clock_network', 'ctsHoldBuffers', '0', ''),
('clock_network', 'worst_setup_hold_path_clk_slew', '0.05', 'ns'),
('synth', 'synth-area-yosys', '249.0', 'um2'),
('synth', 'ys_cells', '24', ''),
('grt', 'global_route.overflow_total', '0', ''),
('cells_and_area', 'layout-drive-gt1-share', '10.00', '%'),
('drt', 'diodes', '0', ''),
('timing', 'setup_viol', '0', ''),
('cells_and_area', 'final_design_area_excluding_fillers', '459.2', 'um2'),
('critical_path', 'cp.required', '1.76', 'ns'),
('critical_path', 'cp_max_fo', '4', ''),
('job', 'log.warning_count', '25', ''),
('timing', 'drv_slew', '0', ''),
('status', 'run_status', 'finished, final reports clean', ''),
('placement', 'dpl.cell_count', '82', ''),
('clock_network', 'max-clock-path-buffers', '2', ''),
('synth', 'postSynth.topFlopCell', 'sky130_fd_sc_hd__dfrtp_1', ''),
('synth', 'synth.ff_latch_count', '5', ''),
('grt', 'globalRouteTotalUtil', '2.741', '%'),
('die', 'initCoreUtil', '7.289', '%'),
('synth', 'yosysUniqueCellTypes', '11', ''),
('grt', 'global_route.peak_usage_layer', 'met1', ''),
('die', 'std_cell_rows', '21', ''),
('grt', 'gr-usage-met3', '2.727', '%'),
('synth', 'yosys-top-cells-count', '5 x sky130_fd_sc_hd__dfrtp_1, 5 x sky130_fd_sc_hd__nand2_1, 3 x sky130_fd_sc_hd__o21ai_0', ''),
('die', 'chipWidth', '80', 'um'),
('synth', 'area_leaders', 'sky130_fd_sc_hd__dfrtp_1 50%, sky130_fd_sc_hd__nand2_1 7.5%, sky130_fd_sc_hd__xnor2_1 7.0%, sky130_fd_sc_hd__xor2_1 7.0%, sky130_fd_sc_hd__o21ai_0 6.0%', ''),
('synth', 'yosysTopAreaCellShare', '50.25', '%'),
('grt', 'grt.met1_usage', '4.158', '%'),
('job', 'max_cap_check_violation_count', '0', ''),
('die', 'dieHeight', '80', 'um'),
('clock_network', 'cts_setup_buffers', '0', ''),
('critical_path', 'critical_path.endpoint_type', 'output port', ''),
('timing', 'final.hold.worst_slack', '0.4163', 'ns'),
('clock_network', 'root_buffer_master', 'sky130_fd_sc_hd__clkbuf_4', ''),
('power', 'power_density', '639.9', 'nW/um2'),
('critical_path', 'cp_slowest_stage_delay', '0.51', 'ns'),
('placement', 'place_worst_setup_slack', '0.5117', 'ns'),
('synth', 'synth-async-reset-ratio', '100.0', '%'),
('critical_path', 'rr_worst_depth', '4', ''),
('critical_path', 'worst_setup_path_startpoint', 'count[2]', ''),
('placement', 'place.gp.congestion', '0.7324', ''),
('drt', 'via_per_inst', '2.837', ''),
('critical_path', 'cp.buffers_inverters', '1', ''),
('clock_network', 'tritoncts_clock_tree', 'done', ''),
('timing', 'timing.slew.headroom', '80.00', '%'),
('timing', 'post-route-min-period', '1.604', 'ns'),
('placement', 'portBuffers', '13', ''),
('synth', 'post-synth-top-area-cell', 'sky130_fd_sc_hd__dfrtp_1', ''),
('timing', 'rsz0062_at_grt', 'no', ''),
('critical_path', 'timing_worst_setup_path_type', 'flip-flop to output port', ''),
('critical_path', 'timing.critical_path.max_delay_family', 'buffers and inverters', ''),
('drt', 'drc', '0', ''),
('grt', 'first_global_vias', '269', ''),
('synth', 'synth-edff-count', '0', ''),
('critical_path', 'r2r_start', 'count[0]', ''),
('timing', 'worst_max_slew_pin_slew', '0.2991', 'ns'),
('synth', 'yosysWarningCount', '0', ''),
('synth', 'postSynthSeqShare', '50.25', '%'),
('power', 'p_total', '293.8', 'uW'),
('critical_path', 'critPathArrivalTime', '1.16', 'ns'),
('timing', 'postLayoutSetupSlackWorst', '0.5961', 'ns');
## worst reg2reg max path: cells and delay by family (launching register included)
| kind | cells | cell delay (ns) |
|---|---|---|
| DFF | 1 | 0.41 |
| adders and majority gates | 1 | 0.23 |
| xor gates and xnor gates | 1 | 0.15 |
| and+or+nand+nor | 1 | 0.11 |
| AOI/OAI and AO/OA | 1 | 0.07 |
## layout by cell type, fill, tap and decap left out, drive strengths merged
| cell | n |
|---|---|
| clkbuf | 4 |
| clkdlybuf4s50 | 13 |
| dfrtp | 5 |
| ha | 1 |
| mux2 | 1 |
| mux2i | 1 |
| nand2 | 5 |
| nand4 | 2 |
| o21ai | 4 |
| xnor2 | 2 |
| xor2 | 2 |
## power by group
group	leakage [nW]	internal, mW	total [mW]	switching (mW)
sequential	0.0600	0.104	0.118	0.0135
clock	0.0150	0.0688	0.109	0.0405
combinational	0.0953	0.0466	0.0670	0.0204
## metal layers
layer,share of wire [%],vias to the layer above
li1,-,117
met1,59,107
met2,24,18
met3,16,2
met4,0.50,0
met5,0,-
## logic make-up (layout without fill, tap and decap cells)
family,count (synthesis),after routing,share of synthesized area [%]
and+or+nand+nor,7,7,12.56
xor gates and xnor gates,4,4,14.07
buffers and inverters,1,17,1.506
DFF,5,5,50.25
muxes,2,2,8.543
AOI/OAI and AO/OA,4,4,8.037
adders and majority gates,1,1,5.024
## worst max path at each step
| stage | endpoint | slack, ns | cells after the start |
|---|---|---|---|
| final | count[2] | 0.60 | 1 |
| after global routing | count[2] | 0.55 | 1 |
| after CTS | count[2] | 0.59 | 1 |
## final cells by class
type                       count  share of cell area [%]
clock buffer                   4                   5.722
multi-input combinational     18                   26.16
sequential                     5                   27.25
tap                           46                   12.53
timing repair buffer          13                   28.34
Power is estimated from default activity; no workload was simulated.
