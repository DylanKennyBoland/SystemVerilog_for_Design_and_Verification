==> ./design.v <==
package typedefs;
	typedef enum logic [2:0] {
		HLT,  
		SKZ,  
		ADD,  
		AND,  
		XOR,  
		LDA,  
		STO,  
		JMP   
		} opcode_t;
	typedef enum logic [2:0] {
		INST_ADDR,   
		INST_FETCH,  
		INST_LOAD,   
		IDLE,
		OP_ADDR,
		OP_FETCH,
		ALU_OP,
		STORE
	} state_t;
endpackage
import typedefs::*;  
module control
	(
	input clk,
	input rst_,
	input logic zero,
	input opcode_t opcode,
	output logic mem_rd,
	output logic load_ir,
	output logic halt,
	output logic inc_pc,
	output logic load_ac,
	output logic load_pc,
	output logic mem_wr
	);
	timeunit 1ns;
	timeprecision 100ps;
	wire alu_op = (opcode == ADD) || (opcode == AND) || (opcode == XOR) || (opcode == LDA);
	state_t ctrl_next_state;  
	state_t ctrl_curr_state;  
	always_comb begin
		case (ctrl_curr_state)
			INST_ADDR: ctrl_next_state  = INST_FETCH;
			INST_FETCH: ctrl_next_state = INST_LOAD;
			INST_LOAD: ctrl_next_state  = IDLE;
			IDLE: ctrl_next_state       = OP_ADDR;
			OP_ADDR: ctrl_next_state    = OP_FETCH;
			OP_FETCH: ctrl_next_state   = ALU_OP;
			ALU_OP: ctrl_next_state     = STORE;
			STORE: ctrl_next_state      = INST_ADDR;
		endcase
	end
	always_ff @(posedge clk or negedge rst_) begin
		if (!rst_) begin
			ctrl_curr_state <= INST_ADDR;
		end else begin
			ctrl_curr_state <= ctrl_next_state;
		end
	end
	always_comb begin
		mem_rd  = 1'b0;
		load_ir = 1'b0;
		halt    = 1'b0;
		inc_pc  = 1'b0;
		load_ac = 1'b0;
		load_pc = 1'b0;
		mem_wr  = 1'b0;
		case (ctrl_curr_state)
			INST_ADDR: begin
			end
			INST_FETCH: begin
				mem_rd = 1'b1;
			end
			INST_LOAD: begin
				mem_rd = 1'b1;
				load_ir = 1'b1;
			end
			IDLE: begin
				mem_rd = 1'b1;
				load_ir = 1'b1;
			end
			OP_ADDR: begin
				halt = (opcode == HLT);
				inc_pc = 1'b1;
			end
			OP_FETCH: begin
				mem_rd = alu_op;
			end
			ALU_OP: begin
				mem_rd = alu_op;
				inc_pc = (opcode == SKZ) && zero;
				load_ac = alu_op;
				load_pc = (opcode == JMP);
			end
			STORE: begin
				mem_rd = alu_op;
				inc_pc = (opcode == JMP);
				load_ac = alu_op;
				load_pc = (opcode == JMP);
				mem_wr = (opcode == STO);
			end
		endcase
	end
endmodule
==> ./run.sh <==
#!/bin/bash
# OpenROAD 26Q1-2900-gdf79404cd8, Yosys 0.63+post, stock flow scripts
make -C /OpenROAD-flow-scripts/flow DESIGN_CONFIG=/design/flow/config.mk WORK_HOME=/design/flow/orfs finish
==> ./config.mk <==
export PLATFORM = sky130hd
export DESIGN_NAME = control
export DESIGN_NICKNAME = control
export VERILOG_FILES = /design/flow/design.v
export SDC_FILE = /design/flow/constraint.sdc
export NUM_CORES = 4
export LEC_CHECK = 1
export CORE_AREA = 10 10 70 70
export DIE_AREA = 0 0 80 80
export SYNTH_HDL_FRONTEND = slang
==> ./constraint.sdc <==
current_design control

set clk_period 1.4
set clk_io_pct 0.2

create_clock -name clk0 -period $clk_period [get_ports {clk}]

set non_clock_inputs [all_inputs -no_clocks]
set_input_delay [expr $clk_period * $clk_io_pct] -clock clk0 $non_clock_inputs
set_output_delay [expr $clk_period * $clk_io_pct] -clock clk0 [all_outputs]
==> flow_summary.ini <==
; implementation run metrics
[status]
status = finished, violations left
violations = negative setup slack

[clock_tree]
clockBufferDepth = 2
clkTransAtPathRegs_ps = 40
cts_buffers = 3
clock_sinks = 3
cts-root-buf = clkbuf_4
cts_tree = built
clk_latency_ps = 230
htreeDepth = 1
holdBufCountCts = 0

[final_timing]
finalSetupViolations = 7
hold_viol = 0
skew_ps = 0.322
worst_slew_pin_slew_ps = 338
fmax_mhz = 586
finalCritPeriodShare = 1.22
fin_ws_ps = -306
rsz0062_at_grt = true
maxSlewViolCount = 0
period_needed_ps = 1710
timing.slew.headroom = 0.775
whs_ps = 233

[critical_path]
slowest_delay_ps = 410
required_ps = 1120
r2r_slack_ps = 20
r2r-end = ctrl_curr_state[0]
crit_chain = ha_2 -> and3_4 -> a31oi_1 -> o21ai_1 -> buf_2
arrival_ps = 1430
setup.worst_path.class = reg -> out
cp-end-kind = primary output
timing.rr.start = ctrl_curr_state[0]
critPathMaxFanout = 3
crit_slowest_cell = dfrtp_1
critPathLaunchType = flip-flop
r2r_cells = 8

[cells_and_area]
largestRegisters = ctrl_curr_state (3)
largest_reg_flops = 3
fillers = 384
fin_area_um2 = 587
top_register = ctrl_curr_state
drive_above_1_share = 0.509
final_util = 0.172
area_delta_synth_final_pct = 121

[synthesis]
yosysMostFrequentCell = nor2_1
area_leaders = dfrtp_1, ha_1, nor2_1, xor2_1, and4b_1
ys_types = 19
syn_area_per_cell_um2 = 8.29
yosysTopAreaCellShare = 0.283
ys_cells = 32
synth-async-reset-ratio = 1.00
synth_cells = 32
seq_area_frac_synth = 0.283
synth_area_um2 = 265
ff_type = dfrtp_1
edf_count = 0
yosysChipArea_um2 = 265
ys.flops = 3
ys_warn_count = 0
largest_area_cell = dfrtp_1
common_cells = nor2_1, ha_1, dfrtp_1

[detailed_routing]
drt_wl_total_um = 951
antenna_cells = 0
via_per_inst = 3.16
drt_first_pass_iters = 2
ant_nets = 0
drc_errors = 0
drtIter0Drc = 7
wl_per_cell_um = 9.23
via_count = 325

[floorplanning]
rows = 21
die_h_um = 80
die_area_um2 = 6400
fp-utilization = 0.0777
fp.dieW_um = 80
core-area_um2 = 3420
ios = 13

[grt]
grt_pass1_vias = 300
grt-ovfl-total = 0
grt_pass1_wl_mm = 1.39
grt_max_degree = 10
grt_usage = 0.0266
antenna_found_initial = 0

[placed_design]
portBuffers = 12
routabilityCongestion = 0.713
place_hpwl_um = 616
placedInstanceArea_um2 = 464

[worst_hold_path]
hold_path.class = in -> async

[power_and_ir_drop]
leakagePower_nw = 0.268
swShare = 0.210
internal_power_mw = 0.208
seqPwrFrac = 0.332
powerDensity_nw_per_um2 = 448
p_sw_mw = 0.0552
p_comb_frac = 0.089
finalPower_mw = 0.263
max-vdd-ir-drop_mv = 0.164
clkPwrFrac = 0.580

[job]
cap_violations = 0
tool_warnings = 30
repair_timing:
action / CTS / global route
gates resized: 36 / 4
buffers inserted: 5 / 3
pin swaps: 10 / 0
endpoints found under the setup margin: 7 / 7
cell families (layout without fill, tap and decap cells):
group,Yosys count,in the layout,share of synthesized area
multiplexers,1,1,0.0377
flip-flops,3,3,0.283
buffers and inverters,4,29,0.0613
AND-OR/OR-AND,5,5,0.0990
adder cells (fa/ha/maj),4,4,0.189
AND/OR/NAND/NOR,13,13,0.264
XOR/XNOR,2,2,0.0660
area by class of cell:
class                   instances  area (µm²)  area share
clock buffers                   4        26.3      0.0448
repair buffers                 23         181       0.309
well taps                      46        57.6      0.0981
inverters                       2        7.51      0.0128
flip-flops and latches          3        75.1       0.128
multi-input cells              25         239       0.407
per-stage QoR:
step,setup TNS (ps),instances,worst slack [ps]
finish,-1610,103,-306
global route,-2200,103,-396
CTS,-1440,101,-290
detailed placement,-3270,92,-606
global placement,-3230,92,-592
floorplan,0,32,72.5
power by group through the flow:
stage	sequential, mW	combinational [mW]	clock [mW]
CTS	0.0872	0.0227	0.163
global route	0.0871	0.0249	0.168
finish	0.0872	0.0233	0.152
placed cells by master (no fill, tap or decap), types with 2 or more instances in the layout:
master,count
buf_4,8
buf_2,6
nor2_1,4
ha_4,3
clkbuf_4,3
dfrtp_1,3
clkdlybuf4s50_1,3
buf_6,3
xor2_1,2
o21ai_1,2
nand2_1,2
dlygate4sd2_1,2
layer usage:
layer	wire length [µm]	vias to the layer above	global-route usage
li1	-	158	-
met1	458	150	0.0353
met2	349	15	0.0313
met3	136	2	0.0216
met4	7	0	0.00704
met5	0	-	0
worst max-delay path: cells and delay by family (launching register included):
| kind | cells | cell delay, ps |
|---|---|---|
| AND-OR/OR-AND | 2 | 240 |
| AND/OR/NAND/NOR | 1 | 180 |
| buffers and inverters | 1 | 120 |
| adder cells (fa/ha/maj) | 1 | 240 |
| flip-flops | 1 | 410 |
how the worst max path moves through the flow:
stage | slack, ps | endpoint | cells after the start | from
after CTS | -290 | mem_rd | 6 | ctrl_curr_state[0]
after global routing | -400 | mem_rd | 6 | ctrl_curr_state[0]
final | -310 | inc_pc | 5 | ctrl_curr_state[1]
Power and IR drop assume default switching activity.
