==> /design/flow/design.v <==
package typedefs;
	typedef enum logic [2:0] {
		HLT,  
		SKZ,  
		ADD,  
		AND,  
		XOR,  
		LDA,  
		STO,  
		JMP   
		} opcode_t;
	typedef enum logic [2:0] {
		INST_ADDR,   
		INST_FETCH,  
		INST_LOAD,   
		IDLE,
		OP_ADDR,
		OP_FETCH,
		ALU_OP,
		STORE
	} state_t;
endpackage
import typedefs::*;
module alu
	(
	input logic clk,
	input logic [7:0] accum,
	input logic [7:0] data,
	input opcode_t opcode,
	output logic [7:0] out,
	output logic zero
	);
	timeunit 1ns;
	timeprecision 100ps;
	always_comb begin
		zero = (accum == 8'b0) ? 1'b1 : 1'b0;
	end
	always_ff @(negedge clk) begin
		priority case (opcode)
			HLT,SKZ,STO,JMP: out <= accum;
			ADD: out <= data + accum;
			AND: out <= (data & accum);
			XOR: out <= (data ^ accum);
			LDA: out <= data;
		endcase
	end
endmodule
==> /design/flow/run.sh <==
#!/bin/bash
# OpenROAD 26Q1-2900-gdf79404cd8, Yosys 0.63+post, stock flow scripts
make -C /OpenROAD-flow-scripts/flow DESIGN_CONFIG=/design/flow/config.mk WORK_HOME=/design/flow/orfs finish
==> /design/flow/config.mk <==
export PLATFORM = sky130hd
export DESIGN_NAME = alu
export DESIGN_NICKNAME = alu
export VERILOG_FILES = /design/flow/design.v
export SDC_FILE = /design/flow/constraint.sdc
export NUM_CORES = 4
export LEC_CHECK = 1
export CORE_AREA = 10 10 93 93
export DIE_AREA = 0 0 103 103
export SYNTH_HDL_FRONTEND = slang
==> /design/flow/constraint.sdc <==
current_design alu

set clk_period 7.2
set clk_io_pct 0.2

create_clock -name clk0 -period $clk_period [get_ports {clk}]

set non_clock_inputs [all_inputs -no_clocks]
set_input_delay [expr $clk_period * $clk_io_pct] -clock clk0 $non_clock_inputs
set_output_delay [expr $clk_period * $clk_io_pct] -clock clk0 [all_outputs]
==> run_results.csv <==
group,metric,value,unit
final_timing,tns,0,ns
layout,regMostFlops,"out",
worst_hold_path,hold_path_depth,4,
die,die_height,103,µm
grt,antenna_found_initial,0,
place,pre_cts_slack,0.07352,ns
power,p_per_area,148.1,mW/mm²
final_timing,tightestPinTransition,0.5605,ns
cts,htreeDepth,1,
route,vias_per_cell,3.960,
place,routabilityCongestion,0.7965,
logic_synthesis,synth_cells,112,
layout,largest_reg_flops,8,
die,fp.coreArea,0.006756,mm²
outcome,outcome,"completed",
power,leakagePower,0.0005395,µW
cts,ctsHoldBuffers,0,
die,rows,30,
critical_path,critPathMaxFanout,4,
final_timing,hold_slack,3.994,ns
critical_path,crit_type,"primary input to flip-flop",
grt,grt_max_degree,19,
critical_path,cp.arrival,3.40,ns
route,wl,2621,µm
logic_synthesis,yosys_cells,112,
flow_run,tool_warnings,33,
route,ant_nets,0,
grt,grt_pass1_wl,3870,µm
cts,cts_buffers,3,
route,wl_per_cell,11.55,µm
final_timing,finalWorstSetupSlack,0.3823,ns
logic_synthesis,synth_area,857.1,µm²
final_timing,setup_viol,0,
logic_synthesis,synth_cell_type_count,35,
layout,top_regs,"out x8",
critical_path,cp.required,3.79,ns
cts,cts_setup_buffers,0,
cts,cts.sinks,8,
logic_synthesis,ys.flops,8,
logic_synthesis,yosysTopAreaCell,"dfxtp_1",
layout,drive_gt1_share,6.803,%
cts,cts_root_buf,"clkbuf_8",
logic_synthesis,yosys-stat-area,857.1,µm²
cts,ctsResizeCount,0,
logic_synthesis,ys_warn_count,0,
cts,cts_tree,"built",
logic_synthesis,syn-mean-instance-area,7.652,µm²
flow_run,drv_cap,0,
critical_path,endpoint_kind,"flip-flop",
route,post-route-drc-count,0,
logic_synthesis,synth-edff-count,0,
place,port_buffers,28,
critical_path,startpoint_type,"primary input",
logic_synthesis,ys_seq_share,18.69,%
route,via_count,899,
logic_synthesis,flop_cell,"dfxtp_1",
worst_hold_path,hold_class,"primary input to output pin",
grt,grt_use_total,4.613,%
power,ir_drop,28.85,µV
die,die_area,0.01061,mm²
die,die_w,103,µm
layout,syn_to_final_growth,52.26,%
route,firstDrtPassIters,4,
grt,grt_pass1_vias,844,
die,initial_core_util,12.69,%
logic_synthesis,async_flop_share,0,%
cts,cts_max_path_buffers,2,
grt,gr-total-overflow,0,
final_timing,slew_viol_final,0,
final_timing,hold_violations,0,
die,io_pins,29,
route,antenna_cells,0,
final_timing,relSlewSlack,62.52,%
logic_synthesis,area_leaders,"dfxtp_1 (19%), ha_1 (12%), mux2i_1 (9.3%), a21oi_1 (8.2%), o21ai_0 (7.0%)",
final_timing,rsz0062_at_grt,"false",
place,hpwl,2252,µm
cts,clk_pin_slew,0.03,ns
logic_synthesis,top_area_share,18.69,%
route,dr.first_iter.drc_count,37,
power,finalPower,193.3,µW
layout,final_util,19.31,%
Yosys cell counts, drive strengths merged, types with 2 or more instances:
library cell and n:
nand2b 2, or4 2, o21a 3, nor2 7, a21oi 15, dfxtp 8
o22ai 3, nand2 13, xor2 2, o21ai 12, nand3 2, nor2b 3
xnor2 2, clkbuf 3, mux2i 8, buf 4, a211oi 2, ha 8
logic make-up (layout without fill, tap and decap cells):
kind of cell | Yosys count | in the layout | share of synthesized area [%]
simple gates | 30 | 30 | 16.06
fa+ha+maj | 9 | 9 | 14.02
flops | 8 | 8 | 18.69
buf+inv | 8 | 43 | 3.940
xor+xnor | 4 | 4 | 4.088
compound gates | 45 | 45 | 33.87
mux | 8 | 8 | 9.343
routing by layer:
metal	GRT usage, %	vias up	wire (µm)
met5	0	-	0
met4	1.283	0	36
met3	2.031	2	234
met1	5.383	388	1170
li1	-	485	-
met2	7.509	24	1180
worst paths after layout:
check | slack, ns | to | start
max | 0.38 | out[6] | accum[0]
min | 3.99 | zero | accum[0]
where the power goes:
part	leakage, µW	internal [µW]	switching [µW]	total [µW]
sequential	0.0000674	50.2	1.40	51.6
clock	0.0000642	42.4	27.3	69.7
combinational	0.000408	40.5	31.5	72.0
layout by cell type (no fill, tap or decap), types with 2 or more instances in the layout:
master,n
xnor2_1,2
nand2b_1,2
o22ai_1,2
clkdlybuf4s50_1,28
dfxtp_1,8
or4_1,2
buf_4,4
nand3_1,2
nand2_1,13
o21a_1,3
nor2_1,7
xor2_1,2
clkbuf_8,3
ha_1,8
mux2i_1,8
nor2b_1,3
inv_1,8
o21ai_0,12
a21oi_1,14
final cells by class:
type / instances / area, µm²
fillers: 749 / 5451
multi-input cells: 96 / 663.1
repair buffers: 32 / 310.3
flip-flops and latches: 8 / 160.2
well taps: 80 / 100.1
clock buffers: 3 / 41.29
clock inverters: 8 / 30.03
worst max-delay path, cell delays in order:
cell             delay, ns
clkdlybuf4s50_1       0.45
ha_1                  0.24
fa_1                  0.41
nand3_1               0.11
a21boi_1              0.08
o21a_1                0.18
or3_1                 0.30
a31o_1                0.20
metrics by stage:
stage	std cells	area, µm²
2_1_floorplan	112	857.1
3_3_place_gp	217	1237
3_5_place_dp	217	1237
4_1_cts	227	1305
5_1_grt	227	1305
6_report	227	1305
No activity file was given, so power comes from the tool's default toggle rates.
